`flow/config.mk`:
```
export PLATFORM = sky130hd
export DESIGN_NAME = lifo
export DESIGN_NICKNAME = lifo
export VERILOG_FILES = /design/flow/design.v
export SDC_FILE = /design/flow/constraint.sdc
export NUM_CORES = 4
export LEC_CHECK = 1
export CORE_UTILIZATION = 40
```
`flow/constraint.sdc`:
```
current_design lifo

set clk_period 4.8
set clk_io_pct 0.2

create_clock -name clk0 -period $clk_period [get_ports {clk}]

set non_clock_inputs [all_inputs -no_clocks]
set_input_delay [expr $clk_period * $clk_io_pct] -clock clk0 $non_clock_inputs
set_output_delay [expr $clk_period * $clk_io_pct] -clock clk0 [all_outputs]
```
`flow/run.sh`:
```
#!/bin/bash
# OpenROAD 26Q1-2900-gdf79404cd8, Yosys 0.63+post, stock flow scripts
make -C /OpenROAD-flow-scripts/flow DESIGN_CONFIG=/design/flow/config.mk WORK_HOME=/design/flow/orfs finish
```
`flow/design.v`:
```
module lifo #(parameter depth=8,parameter width=4)(input [width-1:0]din,input  push,pop,clk,rst,output overflow,underflow,output reg [width-1:0]dout);
  reg [$clog2(depth):0]stk_ptr;
  reg [width-1:0]mem[depth-1:0];
  assign underflow= (stk_ptr==0);
  assign overflow= (stk_ptr==depth);
  always @(posedge clk or posedge rst) begin
    if(rst) begin
      stk_ptr<=0;
      dout<=4'b0;
    end
    else if(push && !overflow && !pop) begin
      mem[stk_ptr]<=din;
      stk_ptr<=stk_ptr+1;
    end
    else if(pop && !underflow && !push) begin
      stk_ptr<=stk_ptr-1;
      dout<=mem[stk_ptr-1];
    end
    else if(push && pop && !underflow) begin
      mem[stk_ptr-1]<=din;
      dout<=mem[stk_ptr-1];
    end
  end
endmodule
```
==> qor.csv <==
metric;value;unit
status;finished, final reports clean;
tightest_slew;0.5926;ns
syn_area_per_cell;13.75;um2
flop_cell;edfxtp_1;
h-tree-depth;2;
fillCellCount;371;
grt_first_pass_wirelength;5782;um
final_core_util;47.65;%
crit_path_cell_trace;inv_1 -> ha_1 -> or3b_1 -> inv_1 -> clkdlybuf4s50_1;
drc;0;
detail-route-antenna-nets;0;
fp-utilization;42.38;%
largest_area_cell;edfxtp_1;
layout_min_cycle_time;3.115;ns
drive_gt1_share;8.609;%
grt.total_usage;15.94;%
setup_viol;0;
syn_area;1871;um2
power.internal;763.3;uW
tns;0;ns
ys_seq_share;62.07;%
num_vias;1165;
fin_area;2103;um2
yosys_warnings;2;
numClockSinks;40;
first_iter_violations;59;
gp_congestion;0.8563;
dp_hpwl;2704;um
cp_data_required_time;3.84;ns
p_total;1.204;mW
period_used_share;64.90;%
p_leak;0.7827;nW
routed_wl;3569;um
arrival;2.16;ns
dpl_cell_area;2022;um2
root_buffer;clkbuf_8;
clk_pin_slew;0.07;ns
cts_buffer_depth;2;
cts_tree;done;
ys_types;37;
edf_count;32;
hold_viol_final;0;
cpMaxStageDelayCell;or3b_1;
rows;24;
common_cells;edfxtp_1, nand2_1, ha_1, nor2_1;
die_x;70.39;um
clock_skew;0.007552;ns
first_global_vias;1162;
ys_cells;136;
ctsHoldBuffers;0;
cts_resized;0;
power.density;572.3;nW/um2
hp-class;flop to flop;
antenna_found_initial;0;
end_kind;primary output;
comb_power_share;43.4;%
tool_warnings;31;
worst_ir_drop_vdd;0.1882;mV
critPathMostFrequentCell;inv_1;
dieArea;4954;um2
switchingPower;440.3;uW
swShare;36.58;%
clock_latency;0.29;ns
ys_area;1871;um2
drv_slew;0;
p_seq_share;39.6;%
wl_per_cell;17.58;um
p_clk_share;17.1;%
synthToLayoutAreaGrowth;12.44;%
maxCapViolCount;0;
max_slew_margin;60.23;%
die_height;70.39;um
area_leaders;edfxtp_1, dfrtp_1, ha_1, a221oi_1, a222oi_1;
critical-path-max-stage-delay;0.49;ns
worstSetupPathType;flop to primary output;
post_cts_buffers;0;
ys.flops;40;
cp-start-kind;flop;
port-buffer-count;13;
dr.pass1.iters;4;
grt-ovfl-total;0;
grt_max_degree;13;
antenna_cells;0;
cp_max_fo;6;
async_flop_share;20.00;%
coreArea;4414;um2
top_cell;edfxtp_1;
syn_inst;136;
fmax;321.0;MHz
rsz0062_at_grt;no;
io_pins;14;
top_area_share;51.37;%
viasPerCell;5.739;
cts_buffers;5;
critical path: cells and delay by family, from the launching register on:
| family | cells | cell delay [ns] |
|---|---|---|
| adders and majority gates | 1 | 0.26 |
| and+or+nand+nor | 1 | 0.49 |
| buffers and inverters | 3 | 0.66 |
| DFF | 1 | 0.45 |
cells by family (layout without fill, tap and decap cells):
logic type,Yosys count,in the layout,synth area share [%]
multiplexers,5,5,2.876
AND-OR/OR-AND,29,29,13.58
AND/OR/NAND/NOR,37,37,10.10
adder cells (fa/ha/maj),9,9,6.020
flip-flops,40,40,62.07
buffers and inverters,13,28,3.946
XOR/XNOR,3,3,1.405
flip-flops by register name (all words and copies together), names as in the netlist:
signal / flops
dout: 4
mem: 32
stk_ptr: 4
layer usage:
metal / up-vias / track usage [%] / part of all wire [%]
met2: 34 / 25.08 / 47
met5: - / 0 / 0
met1: 570 / 22.47 / 45
met3: 8 / 6.423 / 5.8
met4: 0 / 2.222 / 1.8
li1: 553 / - / -
power groups by stage:
stage	Clock, mW	Combinational, mW	Sequential, mW
CTS	0.211	0.525	0.476
global route	0.226	0.575	0.485
finish	0.205	0.522	0.476
stage by stage:
step / std cells / setup WS [ns] / hold slack [ns]
CTS: 203 / 1.688 / 0.4883
finish: 203 / 1.685 / 0.4806
global placement: 196 / 1.991 / 0.4642
detailed placement: 196 / 1.942 / 0.4732
floorplan: 136 / 2.606 / 0.4241
global route: 203 / 1.594 / 0.5239
placed cells by master (no fill, tap or decap), types with 2 or more instances in the layout:
cell / synthesis / routed
a222oi_1: 4 / 4
xnor2_1: 3 / 3
dfrtp_1: 8 / 8
a22oi_1: 3 / 3
nand4_1: 4 / 4
clkdlybuf4s50_1: 0 / 13
edfxtp_1: 32 / 32
ha_1: 9 / 9
o211a_1: 3 / 3
nor2b_1: 3 / 3
o31ai_1: 4 / 4
and2b_1: 2 / 2
mux2_2: 3 / 3
nor2_1: 9 / 9
mux2i_1: 2 / 2
inv_1: 8 / 8
clkbuf_8: 0 / 5
nand3_1: 2 / 2
nand2_1: 10 / 10
a221oi_1: 6 / 6
area by class of cell:
class	instances	area [um2]	share of cell area (%)
sequential	40	1161	55.20
inverter	8	30.03	1.428
tap	52	65.06	3.093
multi-input combinational	83	635.6	30.22
timing repair buffer	13	130.1	6.187
clock buffer	5	68.82	3.272
clock inverter	2	12.51	0.5949
final timing paths:
kind	from	slack, ns	depth (start not counted)	end
worst max register to register	stk_ptr[0]$_DFFE_PP0P_	2.36	6	mem[5][1]$_DFFE_PP_
max in group asynchronous	rst	3.61	2	dout[0]$_DFFE_PP0P_
worst min-delay path	dout[1]$_DFFE_PP0P_	0.48	2	dout[1]$_DFFE_PP0P_
worst min register to register	dout[1]$_DFFE_PP0P_	0.48	2	dout[1]$_DFFE_PP0P_
worst max-delay path	stk_ptr[0]$_DFFE_PP0P_	1.68	5	underflow
min in group asynchronous	rst	0.96	2	stk_ptr[2]$_DFFE_PP0P_
Power is estimated from default activity; no workload was simulated.
