<file path="constraint.sdc">
current_design ram

set clk_period 59.3
set clk_io_pct 0.2

create_clock -name clk0 -period $clk_period [get_ports {clk}]

set non_clock_inputs [all_inputs -no_clocks]
set_input_delay [expr $clk_period * $clk_io_pct] -clock clk0 $non_clock_inputs
set_output_delay [expr $clk_period * $clk_io_pct] -clock clk0 [all_outputs]
</file>
<file path="config.mk">
export PLATFORM = sky130hd
export DESIGN_NAME = ram
export DESIGN_NICKNAME = ram
export VERILOG_FILES = /design/flow/design.v
export SDC_FILE = /design/flow/constraint.sdc
export NUM_CORES = 4
export LEC_CHECK = 1
export CORE_UTILIZATION = 50
export SYNTH_MEMORY_MAX_BITS = 65536
</file>
<file path="design.v">
module ram(input clk,w_en,input [7:0]din,input [9:0]addr,output reg [7:0]dout);
  reg [7:0]mem[1023:0];
  always @(posedge clk) begin
    if(w_en)
      mem[addr]<=din;
    else
      dout<=mem[addr];
  end
endmodule
</file>
<file path="run.sh">
#!/bin/bash
# OpenROAD 26Q1-2900-gdf79404cd8, Yosys 0.63+post, stock flow scripts
make -C /OpenROAD-flow-scripts/flow DESIGN_CONFIG=/design/flow/config.mk WORK_HOME=/design/flow/orfs finish
</file>
==> results_dict.tcl <==
# yosys + openroad results
set metrics [dict create \
    dp_cells 24375 \
    drtIter0Drc 11006 \
    grt_pass1_vias 170265 \
    topCellsByArea "edfxtp_1 (78%), mux2i_1 (7.1%), mux4_2 (6.9%)" \
    timing.fmax_ghz 0.0518 \
    grt_setup_unrepaired "false" \
    ir_worst_vdd_mv 0.0325 \
    warning_count 62 \
    io_pins 28 \
    flop_cell "edfxtp_1" \
    ys_seq_elements 8200 \
    cts_resized 0 \
    place_hpwl_microns 554000 \
    max-cap-violations 0 \
    core_sq_mm 0.629 \
    yosysTopAreaCell "edfxtp_1" \
    ys_area_sq_mm 0.316 \
    switching_power_mw 2.53 \
    relSlewSlack_pct 5.65 \
    syn_area_sq_mm 0.316 \
    clkPwrFrac_pct 41.7 \
    clkLatencyLatePin_ns 1.17 \
    wl_per_cell_microns 34.5 \
    yosysCellCount 16235 \
    die-area_sq_mm 0.635 \
    finalCritPeriodShare_pct 32.6 \
    setup_tns_ns 0 \
    clk_pin_slew_ns 0.06 \
    synthTopCellsByCount "edfxtp_1 (8200), mux2i_1 (2255), nor2_1 (1225), mux4_2 (964), o22ai_1 (878)" \
    setup_violations 0 \
    p_per_area_mw_per_mm2 33.4 \
    edf_count 8200 \
    hp-class "reg -> reg" \
    cts_root_buffer "clkbuf_16" \
    ys_types 57 \
    cts_htree_levels 6 \
    die_w_microns 797 \
    arrival_ns 20.23 \
    synthArstFlopShare_pct 0 \
    fp-utilization_pct 50.2 \
    fin_skew_ns 0.0569 \
    clockBufferDepth 4 \
    layout-drive-gt1-share_pct 17.1 \
    p_comb_share_pct 4.4 \
    grt_usage_pct 31.9 \
    seqPwrFrac_pct 53.9 \
    fin_cells 25997 \
    fp-row-count 291 \
    timing.reg2reg.setup_slack_ns 54.96 \
    cts_made_buffers 809 \
    cp-end-kind "flop" \
    required_ns 60.21 \
    grt_overflow 0 \
    grt_pass1_wl_microns 1260000 \
    holdWs_ns 1.07 \
    max_slew.worst_pin.slew_ns 1.41 \
    drtAntennaViolNets 0 \
    io_buffers 27 \
    top_cell "edfxtp_1" \
    cts_tree "yes" \
    yosys.stat.seqShare_pct 77.9 \
    grt_max_degree 138 \
    period_minus_slack_ns 19.31 \
    avgSynthCellArea_sq_um 19.5 \
    n_fill_cell 46013 \
    num_vias 159631 \
    setup_ws_ns 39.99 \
    drc_errors 0 \
    yosysWarnings 1 \
    via_per_inst 6.14 \
    crit_type "in -> reg" \
    start_kind "primary input" \
    cts_sinks 8200 \
    cts_setup_buffers 0 \
    synthCells 16235 \
    path_max_fanout 92 \
    ctsHoldBuffers 0 \
    routed_wl_microns 896000 \
    die_h_microns 797 \
    gp_congestion 0.904 \
    p_sw_share_pct 21.4 \
    maxSlewViolCount 0 \
    preCtsSetupSlack_ns 38.93 \
    antenna_found_initial 71 \
    status "finished, final reports clean" \
    leakage_nw 115 \
    drt_first_pass_iters 7 \
    cellInternalPower_mw 9.31 \
    hold_violations 0 \
    area_delta_synth_final_pct 12.1 \
    synth.top_cell.area_share_pct 77.9 \
]
-- worst paths after layout --
path               startpoint      end  depth (start not counted)
setup / recovery      addr[1]  dout[6]                         18
hold / removal    mem[844][0]  dout[0]                          4
setup reg to reg  mem[198][3]  dout[3]                          8
hold reg to reg   mem[844][0]  dout[0]                          4
-- cell usage in the layout, fill, tap and decap left out, types with 134 or more instances in the layout --
master | synthesis | routed
edfxtp_1 | 8200 | 8200
mux2i_1 | 2255 | 2255
nor2_1 | 1225 | 1217
mux4_2 | 964 | 964
o22ai_1 | 878 | 878
clkbuf_16 | 0 | 817
buf_4 | 60 | 801
nor4_1 | 242 | 241
nand2_1 | 260 | 229
clkinv_1 | 0 | 225
a22oi_1 | 222 | 222
clkbuf_1 | 411 | 184
o21ai_0 | 178 | 177
nand3_1 | 159 | 158
clkinv_2 | 0 | 145
diode_2 | 0 | 134
-- power by group through the flow --
stage	registers [mW]	logic, mW	clock network, mW
final	6.38	0.524	4.94
after CTS	6.38	0.525	5.00
after global routing	6.38	0.555	5.21
-- worst max-delay path, stage by stage --
cell and delay, ns:
buf_16 0.28, buf_4 0.62, buf_4 0.65, buf_4 0.76, buf_4 0.64, buf_4 0.60, buf_4 0.43, buf_12 0.51
buf_4 0.53, buf_4 0.68, mux4_2 0.41, mux2_2 0.29, a22o_1 0.19, a221o_1 0.29, o211ai_1 0.51, buf_4 0.22
nand4_1 0.06, or3_1 0.39
-- registers in the layout, indices dropped and copies added, names as in the netlist --
signal,count
dout,8
mem,8192
-- area by class of cell --
class | count | area (sq um) | area share (%)
sequential | 8200 | 246000 | 69.5
multi-input combinational | 6971 | 65000 | 18.4
clock buffer | 1001 | 21100 | 5.97
tap | 8350 | 10400 | 2.95
timing repair buffer | 852 | 6850 | 1.93
clock inverter | 487 | 4190 | 1.18
antenna | 134 | 335 | 0.0947
inverter | 2 | 7.51 | 0.00212
-- stage by stage --
stage / power [mW] / instance area [sq um] / utilization (%)
5_1_grt: 12.2 / 354000 / 56.3
3_3_place_gp: 7.03 / 329000 / 52.2
4_1_cts: 11.9 / 354000 / 56.3
6_report: 11.8 / 354000 / 56.3
3_5_place_dp: 7.03 / 329000 / 52.2
2_1_floorplan: 6.76 / 316000 / -
-- cell families (layout without fill, tap and decap cells) --
kind of cell	count (synthesis)	in the layout	share of synthesized area (%)
buffers and inverters	1064	2342	1.63
and+or+nand+nor	2077	2077	2.88
other	0	134	0
muxes	3242	3242	14.1
DFF	8200	8200	77.9
AOI/OAI and AO/OA	1652	1652	3.45
-- layer usage --
layer  GRT usage [%]  up-vias  wire length (microns)
met3            25.3     1665                 168000
met5            3.23        -                   2740
met1            41.3    80621                 282000
li1                -    67949                      -
met4            10.3      108                  36800
met2            43.4     9288                 407000
No activity file was given, so power comes from the tool's default toggle rates.
