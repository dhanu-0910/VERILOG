--- flow/constraint.sdc ---
current_design sync_fifo

set clk_period 21.0
set clk_io_pct 0.2

create_clock -name clk0 -period $clk_period [get_ports {clk}]

set non_clock_inputs [all_inputs -no_clocks]
set_input_delay [expr $clk_period * $clk_io_pct] -clock clk0 $non_clock_inputs
set_output_delay [expr $clk_period * $clk_io_pct] -clock clk0 [all_outputs]
--- flow/config.mk ---
export PLATFORM = sky130hd
export DESIGN_NAME = sync_fifo
export DESIGN_NICKNAME = sync_fifo
export VERILOG_FILES = /design/flow/design.v
export SDC_FILE = /design/flow/constraint.sdc
export NUM_CORES = 4
export LEC_CHECK = 1
export CORE_UTILIZATION = 30
--- flow/design.v ---
module sync_fifo #(parameter depth=64,parameter n=8,parameter addr_n=6)(input [n-1:0]din,input clk,rst,w_en,r_en,output reg [n-1:0]dout,output full,empty);
  reg [n-1:0]mem[depth-1:0];
  reg [addr_n-1:0]wptr;
  reg [addr_n-1:0]rptr;
  always @(posedge clk) begin
    if(rst)
      wptr<=6'b0;
    else if(w_en && !full) begin
      mem[wptr]<=din;
      wptr<=wptr+1;
    end
  end
  always @(posedge clk) begin
    if(rst) begin
      rptr<=6'b0;
      dout<=8'b0;
    end
    else if(r_en && !empty) begin
      dout<=mem[rptr];
      rptr<=rptr+1;
    end
  end
  assign empty=(wptr==rptr);
  assign full=(rptr==(wptr+1'b1));
endmodule
--- flow/run.sh ---
#!/bin/bash
# OpenROAD 26Q1-2900-gdf79404cd8, Yosys 0.63+post, stock flow scripts
make -C /OpenROAD-flow-scripts/flow DESIGN_CONFIG=/design/flow/config.mk WORK_HOME=/design/flow/orfs finish
==> flow_summary.ini <==
; flow metrics
[setup_path]
required_ps = 16800
cpPeakStageDelay_ps = 640
cp_slowest_cell = dfxtp_1
path_delay_family = simple AND/OR/NAND/NOR gates
start_kind = flip-flop
crit_buf_inv = 1
crit_type = flip-flop to primary output
end_kind = primary output
worst_r2r_path_depth = 7
path_cells = xnor2_1, or3_4, a2111o_1, nor2_1, clkdlybuf4s50_1
cp_data_arrival_time_ps = 3160
path_depth = 5
crit_fanout = 14

[route]
wl_per_cell_um = 22.3
ant_nets = 0
drt_iter0_drc = 739
routed_via_density = 4.98
wirelength_mm = 48.4
diodes = 0
vias = 10800
post-route-drc-count = 0
first_pass_iters = 6

[clocking]
cts.sinks = 532
cts_buffer_depth = 3
cts_hold_buf = 0
cts.repair.resized = 0
root_buffer = clkbuf_16
clkLatencyLatePin_ps = 610
cts_setup_buffers = 0
cts_tree = yes
cts-buffers-inserted = 52
clk_pin_slew_worst_paths_ps = 60
htree_levels = 2

[timing]
fin_skew_ps = 28.9
finalWorstPathRequiredPeriod_ps = 7360
whs_ps = 580
setup_tns_ps = 0
setup_violations = 0
tightestPinTransition_ps = 945
max_freq_mhz = 136
rsz0062_at_grt = no
finalCritPeriodShare_pct = 35.1
maxSlewHeadroom_pct = 36.8
hold_viol_final = 0
slew_viol_final = 0

[floorplan]
core-area_um2 = 70000
die_y_um = 268
die_x_um = 268
num_rows = 97
pin_count = 22
fp_util_pct = 30.3
chip_area_um2 = 71900

[worst_hold_path]
hp-class = flip-flop to flip-flop
hold_path_depth = 2

[synth]
yosysTopAreaCell = edfxtp_1
netlist_instances = 1096
edf_count = 512
top_cell_area_share_pct = 72.4
ys_warn_count = 1
flop_cell = edfxtp_1
ys_cells = 1096
yosysSeqAreaShare_pct = 74.3
ys_seq_elements = 532
ys_types = 56
area_leaders = edfxtp_1, mux4_2, mux2i_1
synth_area_um2 = 21200
async_flop_share_pct = 0
yosys_area_um2 = 21200
avgSynthCellArea_um2 = 19.4

[run_status]
outcome = finished clean

[pwr]
power_mw = 2.39
ir_worst_vdd_uv = 71.0
leakage_nw = 7.42
power.density_nw_per_um2 = 97.0

[job]
drv_cap = 0
tool_warnings = 25

[final_layout]
layout-drive-gt1-share_pct = 26.5
lay_top_count = edfxtp_1
utilization_pct = 35.2
fin_area_um2 = 24600
layout_top_cells = edfxtp_1, mux4_2, buf_4
n_fill_cell = 6421
syn_to_final_growth_pct = 16.0

[global_route]
grt_pass1_wl_mm = 73.1
grt_usage_pct = 14.8
grt_max_degree = 65
grt_antenna_before_repair = 0
grt_pass1_vias = 11400
overflow = 0

[placed_design]
place_area_um2 = 23000
gp_congestion = 0.854
hpwlAfterDp_mm = 29.3
io_buffer_count = 21
==> worst paths after layout <==
kind | startpoint | endpoint | slack [ps]
min | dout[6]$_SDFFE_PP0P_ | dout[6]$_SDFFE_PP0P_ | 580
max | rptr[5]$_SDFFE_PP0P_ | full | 13640
max reg2reg | rptr[5]$_SDFFE_PP0P_ | mem[21][5]$_DFFE_PP_ | 17420
min reg2reg | dout[6]$_SDFFE_PP0P_ | dout[6]$_SDFFE_PP0P_ | 580
==> kinds of logic (layout without fill, tap and decap cells) <==
kind of cell,count (synthesis),in the layout,synth area share [%]
buf+inv,81,213,1.97
simple gates,182,182,4.61
fa+ha+maj,2,2,0.118
xor+xnor,10,10,0.412
mux,181,181,14.8
compound gates,108,108,3.87
flops,532,532,74.3
==> through the flow <==
step	setup slack [ps]	cells
after global routing	13460	2168
after CTS	13620	2168
after floorplan	14980	1096
final	13640	2168
after global placement	14270	2074
after detailed placement	14290	2074
==> layout make-up <==
class | count | area, µm² | area share, %
Timing Repair Buffer | 113 | 861 | 3.49
Clock buffer | 65 | 1350 | 5.48
Multi-Input combinational cell | 483 | 5170 | 21.0
Clock inverter | 29 | 273 | 1.11
Inverter | 6 | 22.5 | 0.0914
Tap cell | 940 | 1180 | 4.77
Sequential cell | 532 | 15800 | 64.1
==> state kept, by name, indices dropped and copies added, names as in the netlist <==
name and count:
dout 8, wptr 6, rptr 6, mem 512
==> power breakdown <==
part | total [mW] | switching [mW] | internal [mW]
Combinational | 0.297 | 0.171 | 0.126
Clock | 0.890 | 0.385 | 0.505
Sequential | 1.20 | 0.0258 | 1.18
==> layer usage <==
| layer | wire length (µm) | GRT usage, % |
|---|---|---|
| met1 | 18500 | 19.4 |
| met2 | 22100 | 21.6 |
| met3 | 6740 | 9.42 |
| met4 | 1150 | 3.00 |
| met5 | 0 | 0 |
==> cells in the mapped netlist, types with 2 or more instances <==
library cell,count
nand2b_1,5
mux4_2,104
buf_1,8
a211o_1,9
buf_4,10
o221ai_1,2
o31ai_1,2
a21oi_1,12
or2_2,3
a22oi_1,12
nand3_1,12
edfxtp_1,512
mux2_2,18
nor2b_1,8
o21ai_0,10
clkbuf_1,31
nor3_1,36
o211ai_1,14
mux2i_1,59
a211oi_1,3
nor2_1,26
nor4_1,30
or3_1,3
o22ai_1,13
xor2_1,5
a31oi_1,3
o22a_1,6
xnor2_1,5
nand4_1,13
or4_1,2
ha_1,2
buf_6,7
a22o_1,5
dfxtp_1,20
buf_2,19
nand2_1,26
inv_1,5
a2111o_1,4
a221oi_1,4
nand3b_1,12
==> worst reg2reg max path, delay by kind of cell, from the launching register on <==
kind | cells | cell delay [ps]
AOI/OAI and AO/OA | 2 | 1240
xor gates and xnor gates | 1 | 210
buffers and inverters | 2 | 700
DFF | 1 | 640
and+or+nand+nor | 2 | 520
Power and IR drop assume default switching activity.
